File: flow/design.v
`timescale 1ns / 1ps
module ram(
  input clk,
  input cs,
  input wr_e, o_e,
  input [7:0] addr,
  inout [7:0] data,
);
  reg [7:0] tmp_data;
  reg [7:0] mem [0:127];
  always @(posedge clk) begin
    if (cs & wr_e) begin
      mem[addr] <= data;
    end
  end
  always @ (posedge clk) begin
    if (cs & !wr_e) begin
        tmp_data <= mem[addr];
    end
  end
  assign data = cs & o_e & !wr_e ? tmp_data : 'hz;
endmodule
File: flow/run.sh
#!/bin/bash
# OpenROAD 26Q1-2900-gdf79404cd8, Yosys 0.63+post, stock flow scripts
make -C /OpenROAD-flow-scripts/flow DESIGN_CONFIG=/design/flow/config.mk WORK_HOME=/design/flow/orfs finish
File: flow/config.mk
export PLATFORM = sky130hd
export DESIGN_NAME = ram
export DESIGN_NICKNAME = ram
export VERILOG_FILES = /design/flow/design.v
export SDC_FILE = /design/flow/constraint.sdc
export NUM_CORES = 4
export LEC_CHECK = 1
export CORE_UTILIZATION = 30
File: flow/constraint.sdc
current_design ram

set clk_period 18.9
set clk_io_pct 0.2

create_clock -name clk0 -period $clk_period [get_ports {clk}]

set non_clock_inputs [all_inputs -no_clocks]
set_input_delay [expr $clk_period * $clk_io_pct] -clock clk0 $non_clock_inputs
set_output_delay [expr $clk_period * $clk_io_pct] -clock clk0 [all_outputs]
==> impl_metrics.tcl <==
# flow metrics
set metrics [dict create \
    yosys.cell_types.count 69 \
    yosys_warnings 2 \
    edf_count 1032 \
    post_synth_instance_area_sq_um 40500 \
    topCellsByArea "edfxtp_1 76%, mux2i_1 3.5%, a221oi_1 3.2%, a22oi_1 1.7%, nor2_1 1.7%" \
    synthCells 2468 \
    ff_type "edfxtp_1" \
    number_of_cells_in_yosys_stat 2468 \
    post-synth-top-area-fraction_pct 76.4 \
    avgSynthCellArea_sq_um 16.4 \
    post_cts_repair_resize_count 0 \
    ys_async_sr_fraction_pct 0 \
    first-error "[error] [KeplerFormal.cpp:679] Workflow failed: Iso has multiple drivers: .data5, place195.X0" \
    die_x_size_um 370 \
    top_cell "edfxtp_1" \
    synth.yosys.chip_area_sq_um 40500 \
    netlist_top_cells_count "1032 x edfxtp_1, 186 x nor2_1, 147 x a221oi_1, 142 x mux2i_1, 93 x a22oi_1" \
    fp-utilization_pct 30.3 \
    numSynthFlops 1032 \
    ctsRootBufferMaster "clkbuf_16" \
    stop_stage "4_1_cts" \
    ys_seq_share_pct 76.4 \
    clkSinkCount 1032 \
    ctsLongestPathBuffers 3 \
    cts_post_setup_buffers_inserted 0 \
    cts_h_tree_depth 3 \
    design.portCount 20 \
    cts-hold-fix-buffers 0 \
    cts_inserted_buffers 105 \
    chipHeight_um 370 \
    dpl.hpwl_mm 73.4 \
    outcome "aborted with a tool error" \
    placementRows 134 \
    place.gp.congestion 0.937 \
    portbufs 9 \
    yosys.area.top_type "edfxtp_1" \
]
## through the flow
stage	area [sq um]	cells	total power [mW]	util [%]	setup slack, ns
after detailed placement	43100	4196	2.89	32.2	10.65
after floorplan	40500	2468	2.76	-	12.81
after global placement	43100	4196	2.88	32.2	10.66
## cell families after synthesis
family,after synthesis,share of synthesized area (%)
buf+inv,193,2.29
flops,1032,76.4
mux,171,4.48
compound gates,680,12.4
simple gates,392,4.41
Power figures rest on the tool's default switching activity, not on a simulated workload.
